[./run.sh]
#!/bin/bash
# OpenROAD 26Q1-2900-gdf79404cd8, Yosys 0.63+post, stock flow scripts
make -C /OpenROAD-flow-scripts/flow DESIGN_CONFIG=/design/flow/config.mk WORK_HOME=/design/flow/orfs finish
[./config.mk]
export PLATFORM = sky130hd
export DESIGN_NAME = SCCB
export DESIGN_NICKNAME = SCCB
export VERILOG_FILES = /design/flow/design.v
export SDC_FILE = /design/flow/constraint.sdc
export NUM_CORES = 4
export LEC_CHECK = 1
export CORE_UTILIZATION = 30
[./constraint.sdc]
current_design SCCB

set clk_period 5.2
set clk_io_pct 0.2

create_clock -name clk0 -period $clk_period [get_ports {clk}]

set non_clock_inputs [all_inputs -no_clocks]
set_input_delay [expr $clk_period * $clk_io_pct] -clock clk0 $non_clock_inputs
set_output_delay [expr $clk_period * $clk_io_pct] -clock clk0 [all_outputs]
[./design.v]
`timescale 1ns / 1ps
module SCCB (
    input  logic clk,
    input  logic reset,
    output logic SCL,
    output logic SDA
);
    logic sccb_start;
    sccb_intf u_sccb_intf (
        .clk     (clk),
        .reset   (reset),
        .startSig(sccb_start),
        .SCL     (SCL),
        .SDA     (SDA)
    );
    sccb_start_generator u_start_gen (
        .clk     (clk),
        .reset   (reset),
        .startSig(sccb_start)
    );
endmodule
module sccb_intf (
    input  logic clk,
    input  logic reset,
    input  logic startSig,
    output logic SCL,
    output logic SDA
);
    wire I2C_clk_400khz;
    wire I2C_clk_en;
    wire [7:0] addr;
    wire [15:0] dataRom;
    I2C_clk_gen U_I2C_clk_gen (
        .clk           (clk),
        .reset         (reset),
        .I2C_clk_en    (I2C_clk_en),
        .I2C_clk_400khz(I2C_clk_400khz)
    );
    SCCB_controlUnit U_SCCB_controlUnit (
        .clk           (clk),
        .reset         (reset),
        .startSig      (startSig),
        .I2C_clk_400khz(I2C_clk_400khz),
        .initData      ({8'h42, dataRom}),
        .SCL           (SCL),
        .SDA           (SDA),
        .I2C_clk_en    (I2C_clk_en),
        .addr          (addr)
    );
    OV7670_config_rom U_OV7670_config_rom (
        .clk (clk),
        .addr(addr),
        .dout(dataRom)
    );
endmodule
module SCCB_controlUnit (
    input  logic        clk,
    input  logic        reset,
    input  logic        I2C_clk_400khz,
    input  logic [23:0] initData,
    input               startSig,
    output logic        SCL,
    output logic        SDA,
    output logic        I2C_clk_en,
    output logic [ 7:0] addr
);
    typedef enum {
        SCL_IDLE,
        SCL_START,
        SCL_H2L,
        SCL_L2L,
        SCL_L2H,
        SCL_H2H,
        SCL_STOP
    } scl_e;
    typedef enum {
        SDA_IDLE,
        SDA_START,
        DEVICE_ID,
        ADDRESS_REG,
        DATA_REG,
        SDA_STOP
    } sda_e;
    scl_e scl_state;
    sda_e sda_state, sda_state_next;
    logic [5:0] bitCount, bitCount_next;
    logic [5:0] dataBit, dataBit_next;
    logic r_scl;
    logic r_sda, r_sda_next;
    logic r_I2C_clk_en;
    logic [7:0] r_addr, r_addr_next;
    logic initProcess, initProcess_next;
    assign SCL = r_scl;
    assign SDA = r_sda;
    assign I2C_clk_en = r_I2C_clk_en;
    assign addr = r_addr;
    always_ff @(posedge clk) begin : SCL_FSM_sequen
        if (reset) begin
            scl_state    <= SCL_IDLE;
            r_scl        <= 1'b1;
            r_I2C_clk_en <= 0;
        end else begin
            case (scl_state)
                SCL_IDLE: begin
                    if (sda_state == SDA_START) begin
                        r_I2C_clk_en <= 1'b1;
                        scl_state <= SCL_START;
                    end
                end
                SCL_START: begin
                    if (I2C_clk_400khz) begin
                        r_scl <= 1'b0;
                        scl_state <= SCL_H2L;
                    end
                end
                SCL_H2L: begin
                    if (I2C_clk_400khz) begin
                        r_scl <= 1'b0;
                        scl_state <= SCL_L2L;
                    end
                end
                SCL_L2L: begin
                    if (I2C_clk_400khz) begin
                        r_scl <= 1'b1;
                        scl_state <= SCL_L2H;
                    end
                end
                SCL_L2H: begin
                    if (I2C_clk_400khz) begin
                        if (sda_state == SDA_STOP) begin
                            r_scl <= 1'b1;
                            scl_state <= SCL_STOP;
                        end else begin
                            r_scl <= 1'b1;
                            scl_state <= SCL_H2H;
                        end
                    end
                end
                SCL_H2H: begin
                    if (I2C_clk_400khz) begin
                        r_scl <= 1'b0;
                        scl_state <= SCL_H2L;
                    end
                end
                SCL_STOP: begin
                    if (I2C_clk_400khz) begin
                        if (initProcess) begin
                            r_I2C_clk_en <= 1'b1;
                        end else begin
                            r_I2C_clk_en <= 1'b0;
                        end
                        r_scl <= 1'b1;
                        scl_state <= SCL_IDLE;
                    end
                end
            endcase
        end
    end
    always_ff @(posedge clk) begin : SDA_FSM
        if (reset) begin
            r_sda       <= 1'b1;
            sda_state   <= SDA_IDLE;
            bitCount    <= 0;
            dataBit     <= 23;
            r_addr      <= 0;
            initProcess <= 0;
        end else begin
            sda_state   <= sda_state_next;
            bitCount    <= bitCount_next;
            dataBit     <= dataBit_next;
            r_sda       <= r_sda_next;
            r_addr      <= r_addr_next;
            initProcess <= initProcess_next;
        end
    end
    always_comb begin : SDA_FSM_comb
        r_sda_next = r_sda;
        sda_state_next = sda_state;
        bitCount_next = bitCount;
        dataBit_next = dataBit;
        initProcess_next = initProcess;
        r_addr_next = r_addr;
        case (sda_state)
            SDA_IDLE: begin
                if (startSig) begin
                    initProcess_next = 1;
                    r_sda_next = 1'b0;
                    sda_state_next = SDA_START;
                end else if (initProcess) begin
                    if (I2C_clk_400khz) begin
                        r_sda_next = 1'b0;
                        sda_state_next = SDA_START;
                    end
                end
            end
            SDA_START: begin
                if (scl_state == SCL_H2L) sda_state_next = DEVICE_ID;
            end
            DEVICE_ID: begin
                case (scl_state)
                    SCL_H2L: begin
                        if (I2C_clk_400khz) begin
                            if (bitCount == 9) begin
                                bitCount_next = 1;
                                r_sda_next = initData[dataBit];
                                dataBit_next = dataBit - 1;
                                sda_state_next = ADDRESS_REG;
                            end else if (bitCount == 8) begin
                                r_sda_next = 1'bx;
                                bitCount_next = bitCount + 1;
                            end else if (bitCount < 8) begin
                                dataBit_next = dataBit - 1;
                                r_sda_next = initData[dataBit];
                                bitCount_next = bitCount + 1;
                            end
                        end
                    end
                    SCL_L2L: r_sda_next = r_sda;
                    SCL_L2H: r_sda_next = r_sda;
                    SCL_H2H: r_sda_next = r_sda;
                endcase
            end
            ADDRESS_REG: begin
                case (scl_state)
                    SCL_H2L: begin
                        if (I2C_clk_400khz) begin
                            if (bitCount == 9) begin
                                bitCount_next = 1;
                                r_sda_next = initData[dataBit];
                                dataBit_next = dataBit - 1;
                                sda_state_next = DATA_REG;
                            end else if (bitCount == 8) begin
                                r_sda_next = 1'bx;
                                bitCount_next = bitCount + 1;
                            end else if (bitCount < 8) begin
                                r_sda_next = initData[dataBit];
                                dataBit_next = dataBit - 1;
                                bitCount_next = bitCount + 1;
                            end
                        end
                    end
                    SCL_L2L: r_sda_next = r_sda;
                    SCL_L2H: r_sda_next = r_sda;
                    SCL_H2H: r_sda_next = r_sda;
                endcase
            end
            DATA_REG: begin
                case (scl_state)
                    SCL_H2L: begin
                        if (I2C_clk_400khz) begin
                            if (bitCount == 9) begin
                                bitCount_next = 1;
                                r_sda_next = initData[dataBit];
                                bitCount_next = 0;
                                dataBit_next = 23;
                                r_sda_next = 0;
                                sda_state_next = SDA_STOP;
                            end else if (bitCount == 8) begin
                                r_sda_next = 1'bx;
                                bitCount_next = bitCount + 1;
                            end else if (bitCount < 8) begin
                                r_sda_next = initData[dataBit];
                                if (dataBit == 0) dataBit_next = dataBit;
                                else dataBit_next = dataBit - 1;
                                bitCount_next = bitCount + 1;
                            end
                        end
                    end
                    SCL_L2L: r_sda_next = r_sda;
                    SCL_L2H: r_sda_next = r_sda;
                    SCL_H2H: r_sda_next = r_sda;
                endcase
            end
            SDA_STOP: begin
                case (scl_state)
                    SCL_L2L: r_sda_next = 0;
                    SCL_L2H: begin
                        if (I2C_clk_400khz) begin
                            if ((r_addr < 75) && (r_addr >= 0)) begin
                                r_addr_next = r_addr + 1;
                                initProcess_next = 1;
                            end else begin
                                initProcess_next = 0;
                            end
                            r_sda_next = 1'b1;
                            bitCount_next = 0;
                            dataBit_next = 23;
                            sda_state_next = SDA_IDLE;
                        end
                    end
                    SCL_H2H: r_sda_next = r_sda;
                endcase
            end
        endcase
    end
endmodule
module I2C_clk_gen (
    input  logic clk,
    input  logic reset,
    input  logic I2C_clk_en,
    output logic I2C_clk_400khz
);
    logic [$clog2(250):0] counter;
    always_ff @(posedge clk) begin : I2C_clk_400khz_gen
        if (reset) begin
            I2C_clk_400khz <= 0;
            counter <= 0;
        end else begin
            if (I2C_clk_en) begin
                if (counter == 250) begin
                    I2C_clk_400khz <= 1;
                    counter <= 0;
                end else begin
                    I2C_clk_400khz <= 0;
                    counter <= counter + 1;
                end
            end else begin
                I2C_clk_400khz <= 0;
                counter <= 0;
            end
        end
    end
endmodule
module OV7670_config_rom (
    input logic clk,
    input logic [7:0] addr,
    output logic [15:0] dout
);
    always @(posedge clk) begin
        case (addr)
            0: dout <= 16'h12_80;   
            1: dout <= 16'hFF_F0;   
            2:
            dout <= 16'h12_14;   
            3: dout <= 16'h11_80;   
            4: dout <= 16'h0C_04;   
            5: dout <= 16'h3E_19;   
            6: dout <= 16'h04_00;   
            7: dout <= 16'h40_d0;   
            8: dout <= 16'h3a_04;   
            9: dout <= 16'h14_18;   
            10: dout <= 16'h4F_B3;   
            11: dout <= 16'h50_B3;   
            12: dout <= 16'h51_00;   
            13: dout <= 16'h52_3d;   
            14: dout <= 16'h53_A7;   
            15: dout <= 16'h54_E4;   
            16: dout <= 16'h58_9E;   
            17:
            dout <= 16'h3D_C0;  
            18: dout <= 16'h17_15;   
            19:
            dout <= 16'h18_03;  
            20: dout <= 16'h32_00;   
            21: dout <= 16'h19_03;   
            22: dout <= 16'h1A_7B;   
            23: dout <= 16'h03_00;   
            24: dout <= 16'h0F_41;   
            25:
            dout <= 16'h1E_00;  
            26: dout <= 16'h33_0B;   
            27: dout <= 16'h3C_78;   
            28: dout <= 16'h69_00;   
            29: dout <= 16'h74_00;   
            30:
            dout <= 16'hB0_84;  
            31: dout <= 16'hB1_0c;   
            32: dout <= 16'hB2_0e;   
            33: dout <= 16'hB3_80;   
            34: dout <= 16'h70_3a;
            35: dout <= 16'h71_35;
            36: dout <= 16'h72_11;
            37: dout <= 16'h73_f1;
            38: dout <= 16'ha2_02;
            39: dout <= 16'h7a_20;
            40: dout <= 16'h7b_10;
            41: dout <= 16'h7c_1e;
            42: dout <= 16'h7d_35;
            43: dout <= 16'h7e_5a;
            44: dout <= 16'h7f_69;
            45: dout <= 16'h80_76;
            46: dout <= 16'h81_80;
            47: dout <= 16'h82_88;
            48: dout <= 16'h83_8f;
            49: dout <= 16'h84_96;
            50: dout <= 16'h85_a3;
            51: dout <= 16'h86_af;
            52: dout <= 16'h87_c4;
            53: dout <= 16'h88_d7;
            54: dout <= 16'h89_e8;
            55: dout <= 16'h13_e0;   
            56: dout <= 16'h00_00;   
            57: dout <= 16'h10_00;   
            58: dout <= 16'h0d_40;   
            59: dout <= 16'h14_18;   
            60: dout <= 16'ha5_05;   
            61: dout <= 16'hab_07;   
            62: dout <= 16'h24_95;   
            63: dout <= 16'h25_33;   
            64: dout <= 16'h26_e3;   
            65: dout <= 16'h9f_78;   
            66: dout <= 16'ha0_68;   
            67: dout <= 16'ha1_03;   
            68: dout <= 16'ha6_d8;   
            69: dout <= 16'ha7_d8;   
            70: dout <= 16'ha8_f0;   
            71: dout <= 16'ha9_90;   
            72: dout <= 16'haa_94;   
            73: dout <= 16'h13_e7;   
            74: dout <= 16'h69_07;
            default: dout <= 16'hFF_FF;   
        endcase
    end
endmodule
module sccb_start_generator (
    input  logic clk,
    input  logic reset,
    output logic startSig
);
    logic [3:0] counter;
    always_ff @(posedge clk or posedge reset) begin
        if (reset) counter <= 0;
        else if (counter < 10) counter <= counter + 1;
    end
    assign startSig = (counter == 1);
endmodule
==> run summary <==
Implementation results. The clock H-tree reported by CTS has 3 levels. The synthesized design contains 0 enable-type register cells. Power share of the combinational group landed at 0.7%. Wire length of the first global-routing pass landed at 21.61 mm. CTS buffer count landed at 9. Top-level port count landed at 4.

For this run the aggregate overflow at the end of global routing stands at 0. In the floorplan report the effective utilization is 30.70%. For reference, the placement row count at floorplan is 47. As logged by OpenROAD, the buffers inserted on ports number 3. The number of antenna diodes in the final layout is 0. Post-synthesis chip area from yosys landed at 0.005074 mm^2. Area share of the largest cell type after synthesis landed at 24.86%. The flow ran to the end, and the final reports show no timing, DRC or antenna violations. By area the synthesized netlist is led by sky130_fd_sc_hd__dfxtp_1 25%, sky130_fd_sc_hd__ha_1 8.4%, sky130_fd_sc_hd__a21oi_1 5.9%. Worst-path maximum fanout landed at 25. Area fraction in and, or, nand and nor cells after synthesis landed at 22.91%.

Worst supply voltage drop on vdd landed at 164.9 uV. Die height landed at 132.0 um. Fill cells in the final layout number 1691. Among the non-sequential cells, AND-OR/OR-AND gates take the most area. Synthesized netlist cell count landed at 648.

Clock latency of the later-clocked register in the worst-skew pair landed at 0.33 ns. The average instance in the mapped netlist occupies 7.830 um^2. Looking at the max-slew report, the worst-margin pin has a slew of 0.8099 ns. Global-route track usage on met2 landed at 23.46%. The final timing report gives a worst setup slack of 2.404 ns. Prior to clock tree synthesis, the placed netlist has a worst setup slack of 2.515 ns. TritonCTS built the clock tree. Total count of hold-check failures in the final report landed at 0. In this run the standard cell core region covers 0.01652 mm^2. The initial antenna violation count came to 0. Global routing put the most usage on met1. Yosys warning count landed at 4. The first routing iteration left 486 violations.

Met3 track demand over resource landed at 1.688%. Setup repair after global routing left no endpoint under its margin. Post-synthesis instance area landed at 0.005074 mm^2.

Pin count of the biggest net entering global routing landed at 67. XOR/XNOR share of the synthesized area landed at 2.417%. Post-detailed-route via-to-cell ratio landed at 5.544.

Number of instances in the placed design landed at 827. The tree built by TritonCTS fans out to 67 sinks. Maximum number of buffers from clock root to sink landed at 2. Hold-fix buffer count after cts landed at 0. In this build the clock could be raised as far as 0.3577 GHz.

The synthesized design spends more area on one cell type than any other, namely sky130_fd_sc_hd__dfxtp_1. Horizontal extent of the die landed at 132.0 um. Count of warning messages emitted by the tools landed at 51. According to the floorplan report, the total die area is 0.01744 mm^2. Half-perimeter wire length after detailed placement landed at 8.581 mm.

Wire length after detailed routing landed at 13.21 mm. The worst setup path is launched from a flop. The final timing report lists clock skew as 0.008914 ns. Summing internal, switching and leakage power gives 1.131 mW.

Final non-filler cell total landed at 843. Area fraction in mux cells landed at 5.277%. In the Yosys report the total cell count is 648.

Gates resized during post-CTS repair numbered 0. Required time of the worst setup path landed at 5.43 ns. The switching component of the power was reported as 0.2420 mW. In this run, the synthesized area fraction spent on AND-OR/OR-AND gates is recorded as 27.32%. Setup TNS after final layout landed at 0 ns. The clock network burns 53.9% of the power. The root buffer cell chosen for the clock tree is sky130_fd_sc_hd__clkbuf_16. Leakage component of the power landed at 1.931 nW. STA classifies the critical path endpoint as a flop.

Per the detail_route report, the via count comes to 4674. The internal portion of the total power is 0.8894 mW. Setup slack of the worst register-to-register path landed at 2.40 ns. Clock slew seen by the registers of the worst setup and hold paths landed at 0.06 ns. The detail route stage leaves a number of antenna-violating nets equal to 0. The most critical hold endpoint after final layout shows a slack of 0.4501 ns.

Number of global-route vias before repair landed at 4166. Routability congestion estimate from global placement landed at 0.9154. Proportion of synthesized chip area in sequential cells landed at 26.83%. For the worst setup path, the data arrival time is 3.02 ns. Looking at the setup timing report, the critical path kind is reg2reg. In the final report, the number of endpoints failing setup comes to 0.

Detailed-router iteration count before antenna repair landed at 7. Checking hold timing, the worst path is listed with class reg2reg. For this run, global-route usage on met1 was measured as 23.72%.

The post-route netlist has 9.310% of its cells at a drive strength greater than 1. In this run the tightest slew margin relative to its limit is 45.95%. Counting flops and latches in the post-synthesis netlist gives 67. The final timing summary puts the cycle share of the worst path at 53.76%. Post-synth the commonest register cell is sky130_fd_sc_hd__dfxtp_1. Number of library cell types mapped by synthesis landed at 77.

In the global route stage, overall resource usage came out at 15.41%. Area fraction in full adders, half adders and majority gates landed at 8.385%. Final critical-path required period landed at 2.796 ns.

Average routed wire per standard cell landed at 15.67 um. For reference, the top cells by count after synthesis are 63 x sky130_fd_sc_hd__dfxtp_1, 60 x sky130_fd_sc_hd__a21oi_1, 58 x sky130_fd_sc_hd__nor2_1. Post-CTS setup buffer count landed at 0. In the final report, the number of pins over their slew limit comes to 0. Per the run summary, max-cap violations total 0. Area overhead of the layout relative to synthesis landed at 8.434%.

The script parses the final routing iteration and logs DRC violations as 0. The synthesis report gives the async set-or-reset register share as 5.970%. The most common cell in the synthesized netlist is sky130_fd_sc_hd__dfxtp_1. Total power density per cell area landed at 205.6 mW/mm^2. Sequential share of power landed at 45.4%. The script computed the net switching share of total power as 21.39%.
==> critical path, stage by stage, from the launching register on <==
cell	delay, ns
sky130_fd_sc_hd__dfxtp_1	0.30
sky130_fd_sc_hd__buf_4	0.28
sky130_fd_sc_hd__inv_1	0.27
sky130_fd_sc_hd__ha_1	0.75
sky130_fd_sc_hd__nor2_1	0.20
sky130_fd_sc_hd__a2111oi_0	0.46
sky130_fd_sc_hd__o22ai_1	0.16
sky130_fd_sc_hd__o21ai_0	0.25
==> metrics by stage <==
step | area (um^2) | utilization, %
4_1_cts | 5502 | 33.29
3_5_place_dp | 5200 | 31.47
3_3_place_gp | 5200 | 31.47
6_report | 5502 | 33.29
2_1_floorplan | 5074 | -
5_1_grt | 5502 | 33.29
==> kinds of logic (layout without fill, tap and decap cells) <==
family                     Yosys count  count (layout)
and+or+nand+nor                    225             225
AOI/OAI and AO/OA                  210             210
buffers and inverters               79              54
DFF                                 67              67
adders and majority gates           34              34
muxes                               19              19
xor gates and xnor gates            14              14
==> cells in the final DEF (no fill, tap or decap), drive strengths merged, types with 6 or more instances in the layout <==
cell type | netlist | final
nor2 | 59 | 59
a31oi | 11 | 11
ha | 34 | 34
dfxtp | 63 | 63
and3 | 6 | 6
nand2b | 29 | 29
mux4 | 6 | 6
xnor2 | 9 | 9
nor3 | 16 | 16
o31ai | 8 | 8
clkbuf | 19 | 9
nor3b | 6 | 6
a211oi | 15 | 15
o211ai | 11 | 11
o21ai | 45 | 45
mux2i | 11 | 11
a21oi | 62 | 62
nor2b | 7 | 7
nand2 | 50 | 50
buf | 34 | 9
inv | 24 | 26
nand3 | 25 | 25
==> power by group through the flow <==
| stage | clock network (mW) | registers (mW) | logic (mW) |
|---|---|---|---|
| 4_1_cts | 0.627 | 0.514 | 0.00802 |
| 5_1_grt | 0.649 | 0.513 | 0.00850 |
| 6_report | 0.610 | 0.514 | 0.00775 |
==> flip-flops by register name (all words and copies together), names as in the netlist <==
name,flops
u_sccb_intf.U_I2C_clk_gen.I2C_clk_400khz,1
u_sccb_intf.U_I2C_clk_gen.counter,9
u_sccb_intf.U_OV7670_config_rom.dout,16
u_sccb_intf.U_SCCB_controlUnit.bitCount,6
u_sccb_intf.U_SCCB_controlUnit.dataBit,6
u_sccb_intf.U_SCCB_controlUnit.initProcess,1
u_sccb_intf.U_SCCB_controlUnit.r_I2C_clk_en,1
u_sccb_intf.U_SCCB_controlUnit.r_addr,8
u_sccb_intf.U_SCCB_controlUnit.r_scl,1
u_sccb_intf.U_SCCB_controlUnit.r_sda,1
u_sccb_intf.U_SCCB_controlUnit.scl_state,7
u_sccb_intf.U_SCCB_controlUnit.sda_state,6
u_start_gen.counter,4
==> layer usage <==
layer	part of all wire, %	vias to the layer above
met4	2.1	0
met3	6.2	23
met1	47	2175
met2	45	180
li1	-	2296
met5	0	-
==> layout make-up <==
type,count,area (um^2),share of cell area [%]
tap,220,275.3,5.003
clock inverter,7,76.32,1.387
sequential,67,1365,24.81
timing repair buffer,12,97.59,1.774
clock buffer,9,225.2,4.094
inverter,26,97.59,1.774
multi-input combinational,502,3364,61.16
==> final timing paths <==
kind	from	endpoint	depth (start not counted)
max in group asynchronous	reset	u_start_gen.counter[2]	3
setup reg to reg	u_sccb_intf.U_SCCB_controlUnit.r_addr[1]	u_sccb_intf.U_OV7670_config_rom.dout[4]	7
setup / recovery	u_sccb_intf.U_SCCB_controlUnit.r_addr[1]	u_sccb_intf.U_OV7670_config_rom.dout[4]	7
hold reg to reg	u_sccb_intf.U_SCCB_controlUnit.bitCount[4]	u_sccb_intf.U_SCCB_controlUnit.bitCount[4]	2
hold / removal	u_sccb_intf.U_SCCB_controlUnit.bitCount[4]	u_sccb_intf.U_SCCB_controlUnit.bitCount[4]	2
min in group asynchronous	reset	u_start_gen.counter[1]	3
No activity file was given, so power comes from the tool's default toggle rates.
