[/design/flow/config.mk]
export PLATFORM = sky130hd
export DESIGN_NAME = idctcol
export DESIGN_NICKNAME = idctcol
export VERILOG_FILES = /design/flow/design.v
export SDC_FILE = /design/flow/constraint.sdc
export NUM_CORES = 4
export LEC_CHECK = 1
export CORE_UTILIZATION = 50
[/design/flow/constraint.sdc]
current_design idctcol

set clk_period 59.0
set clk_io_pct 0.2

create_clock -name clk0 -period $clk_period

set non_clock_inputs [all_inputs -no_clocks]
set_input_delay [expr $clk_period * $clk_io_pct] -clock clk0 $non_clock_inputs
set_output_delay [expr $clk_period * $clk_io_pct] -clock clk0 [all_outputs]
[/design/flow/design.v]
module idctrow(input [12-1:0] i0, input [12-1:0] i1, input [12-1:0] i2, input [12-1:0] i3,
               input [12-1:0] i4, input [12-1:0] i5, input [12-1:0] i6, input [12-1:0] i7,
               output [13-1:0] b0, output [13-1:0] b1, output [13-1:0] b2, output [13-1:0] b3,
               output [13-1:0] b4, output [13-1:0] b5, output [13-1:0] b6, output [13-1:0] b7);
wire signed [12*2-1:0] x [7:0][3:0];
assign x[0][0] = ($signed(i0) << 11) + 128;
assign x[1][0] = $signed(i4) << 11;
assign x[2][0] = $signed(i6);
assign x[3][0] = $signed(i2);
assign x[4][0] = $signed(i1);
assign x[5][0] = $signed(i7);
assign x[6][0] = $signed(i5);
assign x[7][0] = $signed(i3);
assign br = !(x[1][0] | x[2][0] | x[3][0] | x[4][0] | x[5][0] | x[6][0] | x[7][0]);
wire signed [12*2-1:0] tmp0;
wire signed [12*2-1:0] tmp1;
assign x[0][1] = x[0][0];
assign x[1][1] = x[1][0];
assign x[2][1] = x[2][0];
assign x[3][1] = x[3][0];
assign tmp0    = 565 * (x[4][0] + x[5][0]);
assign x[4][1] = tmp0 + (2841 - 565) * x[4][0];
assign x[5][1] = tmp0 - (2841 + 565) * x[5][0];
assign tmp1    = 2408 * (x[6][0] + x[7][0]);
assign x[6][1] = tmp1 - (2408 - 1609) * x[6][0];
assign x[7][1] = tmp1 - (2408 + 1609) * x[7][0];
wire signed [12*2-1:0] tmp2;
wire signed [12*2-1:0] tmp3;
assign x[0][2] = x[0][1] - x[1][1];
assign x[1][2] = x[4][1] + x[6][1];
assign tmp2 = 1108 * (x[3][1] + x[2][1]);
assign x[2][2] = tmp2 - (2676 + 1108) * x[2][1];
assign x[3][2] = tmp2 + (2676 - 1108) * x[3][1];
assign x[4][2] = x[4][1] - x[6][1];
assign x[5][2] = x[5][1] - x[7][1];
assign x[6][2] = x[5][1] + x[7][1];
assign x[7][2] = x[7][1];
assign tmp3 = x[0][1] + x[1][1];
wire signed [12*2-1:0] tmp4;
assign x[0][3] = x[0][2] - x[2][2];
assign x[1][3] = x[1][2];
assign x[2][3] = (181 * (x[4][2] + x[5][2]) + 128) >>> 8;
assign x[3][3] = x[0][2] + x[2][2];
assign x[4][3] = (181 * (x[4][2] - x[5][2]) + 128) >>> 8;
assign x[5][3] = x[5][2];
assign x[6][3] = x[6][2];
assign x[7][3] = tmp3 +  x[3][2];
assign tmp4    = tmp3 - x[3][2];
wire signed [12*2-1:0] tmp5;
assign tmp5 = $signed(i0) << 3;
assign b0 = br ? tmp5[13-1:0] : (x[7][3] + x[1][3]) >>> 8;
assign b1 = br ? tmp5[13-1:0] : (x[3][3] + x[2][3]) >>> 8;
assign b2 = br ? tmp5[13-1:0] : (x[0][3] + x[4][3]) >>> 8;
assign b3 = br ? tmp5[13-1:0] : (   tmp4 + x[6][3]) >>> 8;
assign b4 = br ? tmp5[13-1:0] : (   tmp4 - x[6][3]) >>> 8;
assign b5 = br ? tmp5[13-1:0] : (x[0][3] - x[4][3]) >>> 8;
assign b6 = br ? tmp5[13-1:0] : (x[3][3] - x[2][3]) >>> 8;
assign b7 = br ? tmp5[13-1:0] : (x[7][3] - x[1][3]) >>> 8;
endmodule  
module idctcol(input [13-1:0] i0, input [13-1:0] i1, input [13-1:0] i2, input [13-1:0] i3,
               input [13-1:0] i4, input [13-1:0] i5, input [13-1:0] i6, input [13-1:0] i7,
               output [9-1:0] b0, output [9-1:0] b1, output [9-1:0] b2, output [9-1:0] b3,
               output [9-1:0] b4, output [9-1:0] b5, output [9-1:0] b6, output [9-1:0] b7);
wire signed [13*2-1:0] x [7:0][3:0];
assign x[0][0] = ($signed(i0) << 8) + 8192;
assign x[1][0] = $signed(i4) << 8;
assign x[2][0] = $signed(i6);
assign x[3][0] = $signed(i2);
assign x[4][0] = $signed(i1);
assign x[5][0] = $signed(i7);
assign x[6][0] = $signed(i5);
assign x[7][0] = $signed(i3);
assign br = !(x[1][0] | x[2][0] | x[3][0] | x[4][0] | x[5][0] | x[6][0] | x[7][0]);
wire signed [13*2-1:0] tmp0;
wire signed [13*2-1:0] tmp1;
assign x[0][1] = x[0][0];
assign x[1][1] = x[1][0];
assign x[2][1] = x[2][0];
assign x[3][1] = x[3][0];
assign tmp0    = 565 * (x[4][0] + x[5][0]) + 4;
assign x[4][1] = (tmp0 + (2841 - 565) * x[4][0]) >>> 3;
assign x[5][1] = (tmp0 - (2841 + 565) * x[5][0]) >>> 3;
assign tmp1    = 2408 * (x[6][0] + x[7][0]) + 4;
assign x[6][1] = (tmp1 - (2408 - 1609) * x[6][0]) >>> 3;
assign x[7][1] = (tmp1 - (2408 + 1609) * x[7][0]) >>> 3;
wire signed [13*2-1:0] tmp2;
wire signed [13*2-1:0] tmp3;
assign x[0][2] = x[0][1] - x[1][1];
assign x[1][2] = x[4][1] + x[6][1];
assign tmp2 = 1108 * (x[3][1] + x[2][1]) + 4;
assign x[2][2] = (tmp2 - (2676 + 1108) * x[2][1]) >>> 3;
assign x[3][2] = (tmp2 + (2676 - 1108) * x[3][1]) >>> 3;
assign x[4][2] = x[4][1] - x[6][1];
assign x[5][2] = x[5][1] - x[7][1];
assign x[6][2] = x[5][1] + x[7][1];
assign x[7][2] = x[7][1];
assign tmp3 = x[0][1] + x[1][1];
wire signed [13*2-1:0] tmp4;
assign x[0][3] = x[0][2] - x[2][2];
assign x[1][3] = x[1][2];
assign x[2][3] = (181 * (x[4][2] + x[5][2]) + 128) >>> 8;
assign x[3][3] = x[0][2] + x[2][2];
assign x[4][3] = (181 * (x[4][2] - x[5][2]) + 128) >>> 8;
assign x[5][3] = x[5][2];
assign x[6][3] = x[6][2];
assign x[7][3] = tmp3 + x[3][2];
assign tmp4    = tmp3 - x[3][2];
wire signed [9-1:0] tmp5 = iclp13(($signed(i0) + 32) >>> 6);
assign b0 = br ? tmp5 : iclp13((x[7][3] + x[1][3]) >>> 14);
assign b1 = br ? tmp5 : iclp13((x[3][3] + x[2][3]) >>> 14);
assign b2 = br ? tmp5 : iclp13((x[0][3] + x[4][3]) >>> 14);
assign b3 = br ? tmp5 : iclp13((   tmp4 + x[6][3]) >>> 14);
assign b4 = br ? tmp5 : iclp13((   tmp4 - x[6][3]) >>> 14);
assign b5 = br ? tmp5 : iclp13((x[0][3] - x[4][3]) >>> 14);
assign b6 = br ? tmp5 : iclp13((x[3][3] - x[2][3]) >>> 14);
assign b7 = br ? tmp5 : iclp13((x[7][3] - x[1][3]) >>> 14);
function [9-1:0] iclp13;
  input [12:0] in;
  begin
    if (in[12] == 1 && in[11:8] != 4'hF)
      iclp13 = 9'h80;
    else if (in[12] == 0 && in[11:8] != 0)
      iclp13 = 9'h7F;
    else
      iclp13 = in[9-1:0];
  end
endfunction
endmodule  
[/design/flow/run.sh]
#!/bin/bash
# OpenROAD 26Q1-2900-gdf79404cd8, Yosys 0.63+post, stock flow scripts
make -C /OpenROAD-flow-scripts/flow DESIGN_CONFIG=/design/flow/config.mk WORK_HOME=/design/flow/orfs finish
==> results.txt <==
outcome = complete, no violations
grt ovf = 0
layout cells sized above 1 = 2.36%
DRC = 0
GRT Total Usage = 30.1%
postcts setup bufs = 0
worst-path fanout max = 9
post-route clock period utilization = 76.3%
top cells by area = ha_1 (33%), fa_1 (19%), inv_1 (8.7%), xnor2_1 (7.5%), a21oi_1 (3.5%)
Tool Warnings = 339
CP startpoint = i3[0]
area leader, netlist = ha_1
largest net degree at the start of global routing = 25
Final setup viols = 0
Synth Instances = 7062
clkbuf count = 0
die x size = 343 µm
Synth warnings = 2
synthesized area = 58200 µm²
CTS Hold Bufs = 0
Core Region = 115000 µm²
Synth Seq Share = 0%
Fill cells = 10.7k
crit path launch type = input port
worst-margin pin slew = 954 ps
CP endpoint = b5[8]
Register Area = 0 µm²
First DRT Iteration DRCs = 2039
port bufs = 176
Hold Violations, Final = 0
WS Path Type = in2out
Max-area cell share = 32.8%
Wirelength per Cell = 19.1 µm
remaining antenna violation count = 0
synth cell count leaders = ha_1 (1524), inv_1 (1351), fa_1 (560)
router iterations before antenna repair = 7
post_cts resized = 0
via/cell ratio = 5.40
Yosys chip area = 58200 µm²
CP most frequent cell = ha_1
Die Y = 343 µm
fmax = 0.0222 GHz
RSZ-0062 raised after global routing = false
setup TNS = 0 ps
first-pass GRT wire length = 262 mm
antenna violations before repair = 3
Max Transition Viols Final = 0
Total Die Area = 118000 µm²
Starting Density = 50.7%
Worst Path Required = 47200 ps
I/O pin count = 176
vias in the first global route = 46.8k
area grow syn2layout = 6.86%
slowest CP cell = clkdlybuf4s50_1
critical path data arrival time = 33230 ps
Max-cap violations = 0
antenna cells = 0
sequential cells = 0
Cell Type Count = 103
hold_ws = 24950 ps
dpl hpwl = 153 mm
Slew headroom = 34.7%
Final Critical Period = 45030 ps
via count = 47.3k
gpl congestion = 1.01
crit end category = output port
mean post-synth cell area = 8.24 µm²
Rows = 124
WL final = 168 mm
delay of the slowest cell on the worst path = 750 ps
most frequent cell after synthesis = ha_1
Hold Path Class = in2out
number of cells in Yosys stat = 7062
placed cells by master (no fill, tap or decap), types with 54 or more instances in the layout:
| master | n |
|---|---|
| nand2b_1 | 78 |
| o21ai_0 | 279 |
| a21o_1 | 136 |
| nor3_1 | 141 |
| o21a_1 | 55 |
| nor2_1 | 482 |
| o21bai_1 | 119 |
| inv_1 | 1351 |
| a21oi_1 | 407 |
| and3_1 | 54 |
| a31oi_1 | 61 |
| nand2_1 | 225 |
| fa_1 | 560 |
| ha_1 | 1524 |
| buf_4 | 92 |
| nand3_1 | 80 |
| xor2_1 | 205 |
| nor2b_1 | 86 |
| clkdlybuf4s50_1 | 176 |
| xnor2_1 | 497 |
how the worst min path moves through the flow:
| stage | from | end | slack (ps) | depth (start not counted) |
|---|---|---|---|---|
| 6_report | i0[10] | b1[4] | 24950 | 6 |
| 5_1_grt | i0[10] | b1[4] | 25020 | 6 |
| 4_1_cts | i0[10] | b1[4] | 24950 | 6 |
final cells by class:
type | count | area, µm² | area share, %
inverter | 1353 | 5080 | 8.17
multi-input combinational | 5621 | 52800 | 84.8
timing repair buffer | 268 | 2450 | 3.94
tap | 1512 | 1890 | 3.04
stage by stage:
| step | utilization (%) | cell area, µm² | cells | worst slack [ps] |
|---|---|---|---|---|
| 6_report | 54.2 | 62200 | 8754 | 13970 |
| 5_1_grt | 54.2 | 62200 | 8754 | 12380 |
| 4_1_cts | 54.2 | 62200 | 8754 | 13910 |
| 3_5_place_dp | 54.2 | 62200 | 8754 | 13970 |
| 3_3_place_gp | 54.2 | 62200 | 8754 | 14220 |
| 2_1_floorplan | - | 58200 | 7062 | 16830 |
metal layers:
| layer | routed length, µm | part of all wire, % | vias up | track usage [%] |
|---|---|---|---|---|
| li1 | - | - | 24059 | - |
| met1 | 75700 | 45 | 22286 | 41.6 |
| met2 | 79800 | 48 | 773 | 50.9 |
| met3 | 6600 | 3.9 | 161 | 3.53 |
| met4 | 5450 | 3.3 | 2 | 7.45 |
| met5 | 13 | 0.0078 | - | 0 |
worst max-delay path: cells and delay by family:
| kind | cells | cell delay, ps |
|---|---|---|
| AOI/OAI and AO/OA | 28 | 5370 |
| and+or+nand+nor | 15 | 3320 |
| buffers and inverters | 12 | 1940 |
| adders and majority gates | 23 | 9550 |
| xor gates and xnor gates | 5 | 1250 |
cell families after synthesis:
group                    share of synthesized area [%]
AND/OR/NAND/NOR                                   11.6
XOR/XNOR                                          10.6
adder cells (fa/ha/maj)                           52.0
buffers and inverters                             9.33
AND-OR/OR-AND                                     15.8
multiplexers                                     0.671
